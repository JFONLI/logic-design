<file path="flow/run.sh">
#!/bin/bash
# OpenROAD 26Q1-2900-gdf79404cd8, Yosys 0.63+post, stock flow scripts
make -C /OpenROAD-flow-scripts/flow DESIGN_CONFIG=/design/flow/config.mk WORK_HOME=/design/flow/orfs finish
</file>
<file path="flow/config.mk">
export PLATFORM = sky130hd
export DESIGN_NAME = TBT
export DESIGN_NICKNAME = TBT
export VERILOG_FILES = /design/flow/design.v
export SDC_FILE = /design/flow/constraint.sdc
export NUM_CORES = 4
export LEC_CHECK = 1
export CORE_UTILIZATION = 30
</file>
<file path="flow/constraint.sdc">
current_design TBT

set clk_period 3.1
set clk_io_pct 0.2

create_clock -name clk0 -period $clk_period [get_ports {clk}]

set non_clock_inputs [all_inputs -no_clocks]
set_input_delay [expr $clk_period * $clk_io_pct] -clock clk0 $non_clock_inputs
set_output_delay [expr $clk_period * $clk_io_pct] -clock clk0 [all_outputs]
</file>
<file path="flow/design.v">
module full_adder(a, b, cin, cout, sum) ;
	input a, b, cin;
	output cout, sum;
	reg cout;
	reg sum;
	always @(a or b or cin) begin
		case({a,b,cin})
		0:begin cout = 0; sum = 0; end
		1:begin cout = 0; sum = 1; end
		2:begin cout = 0; sum = 1; end
		3:begin cout = 1; sum = 0; end
		4:begin cout = 0; sum = 1; end
		5:begin cout = 1; sum = 0; end
		6:begin cout = 1; sum = 0; end
		7:begin cout = 1; sum = 1; end
		endcase
	end
endmodule
module adderSubtractor(a, b, cin, cout, sum) ;
    parameter n = 5;
    input signed[n - 1 : 0] a, b;
    input cin;
    output signed[n - 1 : 0] sum;
    output cout;
	wire b0;
	wire b1;
	wire b2;
	wire b3;
	wire b4;
	wire c0;
	wire c1;
	wire c2;
	wire c3;
	wire c4;
	xor x1(b0, b[0], cin);
	xor x2(b1, b[1], cin);
	xor x3(b2, b[2], cin);
	xor x4(b3, b[3], cin);
	xor x5(b4, b[4], cin);
	full_adder f1(a[0], b0, cin, c0, sum[0]);
	full_adder f2(a[1], b1, c0, c1, sum[1]);
	full_adder f3(a[2], b2, c1, c2, sum[2]);
	full_adder f4(a[3], b3, c2, c3, sum[3]);
	full_adder f5(a[4], b4, c3, c4, sum[4]);
	xor x6(cout, c3, c4);
endmodule
module TBT(clk , rst , start , data , en , addr , fin , result);
    parameter datawidth = 5;
    parameter memwidth = 5;
    input clk , rst , start;
    input [datawidth - 1 : 0] data;
    output en , fin;
    output [memwidth - 1 : 0] addr;
    output [datawidth - 1 : 0] result;
    reg state , next_state;
    reg [memwidth - 1 : 0] num , next_num;
    reg [memwidth - 1 : 0] leng , next_leng;
    reg [datawidth - 1 : 0] ans , next_ans;
	reg [datawidth - 1 : 0] latt, next_latt;
	wire [datawidth-1:0] temp2;
	wire [datawidth-1:0] temp1;
	wire [datawidth-1:0] temp11;
	wire [datawidth-1:0] temp12;
	wire overflow;
	adderSubtractor a1(ans, 5'd2, 1'b0, overflow, temp2);
	adderSubtractor a2(ans, 5'd1, 1'b0, overflow, temp1);
	adderSubtractor a3(ans, -5'd1, 1'b0, overflow, temp11);
	adderSubtractor a4(ans, -5'd2, 1'b0, overflow, temp12);
    always@(posedge rst or posedge clk)begin
        if(rst == 1'b1)begin
            state <= 1'd0;
            num <= 5'd31;
            leng <= 5'd0;
            ans <= 5'd0;
			latt <= 5'd5;
        end
        else begin
            state <= next_state;
            num <= next_num;
            leng <= next_leng;
            ans <= next_ans;
			latt <= next_latt;
        end
    end
    always@(*)begin
        next_num = num + 5'd1;
        next_leng = leng;
        next_ans = ans;
        next_state = state;
		next_latt = latt;
        case(state)
            1'd0:begin
                next_state = (start == 1'b1)? 1'd1 : 1'd0;
                next_num = (start == 1'b1)? 5'd0 : 5'd31;
                next_leng = (start == 1'b1)? data : leng;
				next_latt = (start == 1'b1)? 5'd5 : latt;
            end
            1'd1:begin
				if (num < leng)begin
					case(latt)
						5'd1:begin
						case(data)
							5'd2:begin next_ans = ans;
										next_latt = latt;
								end
							5'd1:begin next_ans = temp11;
											next_latt = 5'd2;
									end
							5'd4:begin next_ans = temp11;
										next_latt = 5'd4;
									end
							5'd3:begin next_ans = ans;
										next_latt = latt;
									end
							default:begin next_ans = ans;
										next_latt = latt;
									end
						endcase
						end
						5'd2:begin
						case(data)
							5'd2:begin next_ans = ans;
										next_latt = latt;
								end
							5'd1:begin next_ans = temp2;
											next_latt = 5'd3;
									end
							5'd4:begin next_ans = ans;
										next_latt = 5'd5;
									end
							5'd3:begin next_ans = temp12;
										next_latt = 5'd1;
									end
							default:begin next_ans = ans;
										next_latt = latt;
									end
						endcase
						end
						5'd3:begin
						case(data)
							5'd2:begin next_ans = ans;
										next_latt = latt;
								end
							5'd1:begin next_ans = ans;
											next_latt = latt;
									end
							5'd4:begin next_ans = temp1;
										next_latt = 5'd6;
									end
							5'd3:begin next_ans = temp11;
										next_latt = 5'd2;
									end
							default:begin next_ans = ans;
										next_latt = latt;
									end
						endcase
						end
						5'd4:begin
						case(data)
							5'd2:begin next_ans = temp12;
										next_latt = 5'd1;
								end
							5'd1:begin next_ans = ans;
											next_latt = 5'd5;
									end
							5'd4:begin next_ans = temp2;
										next_latt = 5'd7;
									end
							5'd3:begin next_ans = ans;
										next_latt = latt;
									end
							default:begin next_ans = ans;
										next_latt = latt;
									end
						endcase
						end
						5'd5:begin
						case(data)
							5'd2:begin next_ans = temp11;
										next_latt = 5'd2;
								end
							5'd1:begin next_ans = temp1;
											next_latt = 5'd6;
									end
							5'd4:begin next_ans = temp1;
										next_latt = 5'd8;
									end
							5'd3:begin next_ans = temp11;
										next_latt = 5'd4;
									end
							default:begin next_ans = ans;
										next_latt = latt;
									end
						endcase
						end
						5'd6:begin
						case(data)
							5'd2:begin next_ans = temp2;
										next_latt = 5'd3;
								end
							5'd1:begin next_ans = ans;
											next_latt = latt;
									end
							5'd4:begin next_ans = temp12;
										next_latt = 5'd9;
									end
							5'd3:begin next_ans = ans;
										next_latt = 5'd5;
									end
							default:begin next_ans = ans;
										next_latt = latt;
									end
						endcase
						end
						5'd7:begin
						case(data)
							5'd2:begin next_ans = temp11;
										next_latt = 5'd4;
								end
							5'd1:begin next_ans = temp1;
											next_latt = 5'd8;
									end
							5'd4:begin next_ans = ans;
										next_latt = latt;
									end
							5'd3:begin next_ans = ans;
										next_latt = latt;
									end
							default:begin next_ans = ans;
										next_latt = latt;
									end
						endcase
						end
						5'd8:begin
						case(data)
							5'd2:begin next_ans = ans;
										next_latt = 5'd5;
								end
							5'd1:begin next_ans = temp12;
											next_latt = 5'd9;
									end
							5'd4:begin next_ans = ans;
										next_latt = latt;
									end
							5'd3:begin next_ans = temp2;
										next_latt = 5'd7;
									end
							default:begin next_ans = ans;
										next_latt = latt;
									end
						endcase
						end
						5'd9:begin
						case(data)
							5'd2:begin next_ans = temp1;
										next_latt = 5'd6;
								end
							5'd1:begin next_ans = ans;
											next_latt = latt;
									end
							5'd4:begin next_ans = ans;
										next_latt = latt;
									end
							5'd3:begin next_ans = temp1;
										next_latt = 5'd8;
									end
							default:begin next_ans = ans;
										next_latt = latt;
									end
						endcase
						end
					endcase
					end
					else begin
						next_ans = ans;
						next_latt = latt;
					end
            end
        endcase
    end
    assign en = 1'b1;
    assign addr = num;
    assign fin = (start == 1'b1 && num == leng)? 1'b1 : 1'b0;
    assign result = (fin == 1'b1)? ans : 5'd0;
endmodule
</file>
==> flow_metrics.tcl <==
# yosys + openroad results
set metrics [dict create \
    filler_cell_count 682 \
    timing.final.crit_share_pct 91.4 \
    io-pin-count 20 \
    critical_path.startpoint_type "flop" \
    grt_pass1_wl_um 9070 \
    crit_path_start "num[0]" \
    wl_um 5270 \
    fin_tns_setup_ns 0 \
    via_count 1915 \
    hold_viol 0 \
    power_frac_seq_pct 32.1 \
    yosys_area_mm2 0.00209 \
    post-cts-setup-buffer-count 0 \
    p_switching_mw 0.757 \
    antenna_cells_inserted 0 \
    avgViaCountPerCell 5.41 \
    ff2ff_path_depth 8 \
    unrepaired_setup_endpoints_after_global_routing "no" \
    yosys.cell_types.count 58 \
    buffers_on_ports 18 \
    p_leak_nw 1.00 \
    cts_made_buffers 3 \
    post_cts.resized_instances 0 \
    grt_antenna_before_repair 0 \
    actual_slew_at_the_worst_max_slew_pin_ns 0.630 \
    worst_slew_margin_rel_pct 57.6 \
    cts.hold.buffers_added 0 \
    chipArea_mm2 0.00731 \
    run_status "completed" \
    power_report.internal_total_mw 1.02 \
    max_freq_mhz 353 \
    finalMaxSlewViolations 0 \
    drt_first_pass_iters 4 \
    worst_ir_drop_vdd_v 0.000354 \
    wire_per_inst_um 14.9 \
    synth.yosys.seq_area_share_pct 30.3 \
    max_cap_viol_count 0 \
    die.size.x_um 85.5 \
    final_cell_mix "o21ai_0, nand2_1, dfrtp_1" \
    ys.flops 25 \
    r2r_start "num[2]" \
    worst_path_maximum_fanout 5 \
    antenna_violating_nets_post_route 0 \
    ctsLongestPathBuffers 2 \
    die.size.y_um 85.5 \
    tritoncts "built" \
    share_clk_of_total_power_pct 11.4 \
    hold_path_class "flop to flop" \
    finalWeightedCongestion 0.952 \
    r2r-end "ans[0]" \
    clk-insertion-delay-late_ns 0.27 \
    synth-cells-yosys 253 \
    core_util_floorplan_pct 30.9 \
    critPathRequiredTime_ns 2.48 \
    power.share.combinational_pct 56.5 \
    groute.usage.overall_pct 15.9 \
    synth-warning-count 2 \
    share_of_final_layout_standard_cells_stronger_than_drive_strength_1_pct 13.5 \
    area.growth.synth_to_final_pct 17.4 \
    tool_warnings 27 \
    worst_setup_path_end_kind "output pin" \
    layout_min_cycle_time_ns 2.83 \
    postSynthAreaPerCell_um2 8.26 \
    drt_iter0_drc 98 \
    p_total_mw 1.77 \
    htree_levels 1 \
    worst-r2r-setup-slack_ns 0.63 \
    fin_worst_skew_ns 0.00517 \
    path_clk_slew_ns 0.10 \
    arrival_time_at_the_worst_endpoint_ns 2.21 \
    sw_share_pct 42.7 \
    core_area_mm2 0.00676 \
    setup_violations 0 \
    drc_errors 0 \
    grt_pass1_vias 1833 \
    hpwlAfterDp_um 4040 \
    root_buf_cell "clkbuf_8" \
    postSynth.topFlopCell "dfrtp_1" \
    ys_async_sr_fraction_pct 100 \
    flip_flops_with_a_built_in_enable 0 \
    pwr_density_cell_mw_per_mm2 722 \
    gr-total-overflow 0 \
    register_area_um2 633 \
    netlist_instances 253 \
    clkSinkCount 25 \
    grt_start_max_net_pins 26 \
    synthesis.area_mm2 0.00209 \
    worst_setup_path_endpoint "result[4]" \
    row_count 30 \
    final-comb-area_mm2 0.00131 \
    critPathKind "flop to output pin" \
    layout_top_cell "o21ai_0" \
]
==> final cells by class <==
| type | instances | area share (%) |
|---|---|---|
| clock inverter | 1 | 0.306 |
| inverter | 14 | 2.14 |
| timing repair buffer | 35 | 12.5 |
| multi-input combinational | 196 | 53.5 |
| tap | 80 | 4.08 |
| clock buffer | 3 | 1.68 |
| sequential | 25 | 25.8 |
==> synthesized netlist by cell type (3+ instances only) <==
cell type   n  area share (%)
o21ai_1     6             1.4
nor2b_1     9             2.7
ha_1       16             9.6
nand3_1     8             1.9
clkbuf_1   12             2.2
a31oi_1     3            0.90
xnor2_1     3             1.3
dfstp_2     6             7.5
a22oi_1     3             1.1
nor3_1     10             2.4
nand2b_1    7             2.1
o21ai_0    23             5.5
a21oi_1    15             3.6
mux2i_1     5             2.4
dfrtp_1    19              23
nand2_1    20             3.6
nor2_1     15             2.7
xor2_1      5             2.1
o211ai_1    4             1.4
inv_1      14             2.5
nand4_1     3            0.90
==> worst min-delay path by stage <==
stage	start	to	depth (start not counted)
final	ans[0]	ans[0]	1
after global routing	ans[0]	ans[0]	1
after CTS	ans[0]	ans[0]	1
==> kinds of logic after synthesis <==
group | count (synthesis) | synth area share, %
and+or+nand+nor | 88 | 22.9
muxes | 6 | 2.93
AOI/OAI and AO/OA | 77 | 23.9
other | 1 | 0.179
adders and majority gates | 16 | 9.58
xor gates and xnor gates | 8 | 3.35
DFF | 25 | 30.3
buffers and inverters | 32 | 6.94
==> routing by layer <==
layer | track usage (%) | vias to the layer above | share of wire [%]
li1 | - | 953 | -
met1 | 26.0 | 895 | 50
met2 | 24.0 | 63 | 44
met3 | 1.18 | 4 | 5.0
met4 | 2.12 | 0 | 0.68
met5 | 0 | - | 0
==> through the flow <==
stage | cells | setup WS, ns | hold WS [ns] | utilization, % | cell area (µm²)
finish | 354 | 0.268 | 0.516 | 36.3 | 2450
global route | 354 | 0.0639 | 0.538 | 36.3 | 2450
CTS | 354 | 0.218 | 0.518 | 36.3 | 2450
detailed placement | 350 | 0.147 | 0.504 | 35.6 | 2410
global placement | 350 | 0.172 | 0.500 | 35.6 | 2410
floorplan | 253 | 0.557 | 0.472 | - | 2090
==> power groups by stage <==
stage     Clock (mW)  Sequential (mW)  Combinational [mW]
4_1_cts        0.216            0.570                1.00
6_report       0.202            0.569                1.00
5_1_grt        0.228            0.588                1.13
==> worst max-delay path: stages (launching register included) <==
cell and delay (ns):
dfstp_2 0.59, inv_1 0.05, ha_1 0.27, nand4_1 0.22, nor2_1 0.21, and2_1 0.14, clkdlybuf4s50_1 0.45
==> flip-flops by register name (all words and copies together), names as in the netlist <==
| register | flops |
|---|---|
| leng | 5 |
| state | 1 |
| num | 5 |
| ans | 5 |
| latt | 9 |
Power figures rest on the tool's default switching activity, not on a simulated workload.
