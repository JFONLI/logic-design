[design/flow/run.sh]
#!/bin/bash
# OpenROAD 26Q1-2900-gdf79404cd8, Yosys 0.63+post, stock flow scripts
make -C /OpenROAD-flow-scripts/flow DESIGN_CONFIG=/design/flow/config.mk WORK_HOME=/design/flow/orfs finish
[design/flow/constraint.sdc]
current_design ALU

set clk_period 14.1
set clk_io_pct 0.2

create_clock -name clk0 -period $clk_period

set non_clock_inputs [all_inputs -no_clocks]
set_input_delay [expr $clk_period * $clk_io_pct] -clock clk0 $non_clock_inputs
set_output_delay [expr $clk_period * $clk_io_pct] -clock clk0 [all_outputs]
[design/flow/config.mk]
export PLATFORM = sky130hd
export DESIGN_NAME = ALU
export DESIGN_NICKNAME = ALU
export VERILOG_FILES = /design/flow/design.v
export SDC_FILE = /design/flow/constraint.sdc
export NUM_CORES = 4
export LEC_CHECK = 1
export CORE_UTILIZATION = 30
[design/flow/design.v]
module ALU (A, B, sel, Cin, Y, Zero);
	input [32 - 1 : 0] A, B;
	input [3 : 0] sel;
	input Cin;
	output reg [32 - 1 : 0] Y;
	output reg Zero;
	wire out1;
	wire out2;
	wire out3;
	wire out4;
	wire out5;
	wire out6;
	wire [32-1:0] out15;
	wire [5-1:0] out16;
	AND a1(.a(A[0]), .b(B[0]), .out(out1));
	OR a2(.a(A[0]), .b(B[0]), .out(out2));
	NOT a3(.a(A[0]), .out(out3));
	XOR a4(.a(A[0]), .b(B[0]), .out(out4));
	XNOR a5(.a(A[0]), .b(B[0]), .out(out5));
	NOR a6(.a(A[0]), .b(B[0]), .out(out6));
	Decoder a7(.a(A[5-1:0]), .b(out15));
	Arbiter a8(.r(A[5-1:0]), .g(out16));
	always@(*)begin
		case (sel)
			4'b0000: Y = {31'b0, out1};
			4'b0001: Y = {31'b0, out2};
			4'b0010: Y = {31'b0, out3};
			4'b0011: Y = {31'b0, out4};
			4'b0100: Y = {31'b0, out5};
			4'b0101: Y = {31'b0, out6};
			4'b0110: Y = A+B+Cin;
			4'b0111: Y = A-B;
			4'b1000: begin
				if (A>B)	Y = A-B;
				else	Y=B-A;
			end
			4'b1001: Y = A[15:0]*B[15:0];
			4'b1010: Y = A << 1'b1;
			4'b1011: Y = A << 1'b1;
			4'b1100: Y = A >> 1'b1;
			4'b1101: begin 
				Y = A >> 1'b1;
				Y[31] = A[31];
			end
			4'b1110: Y = {out15};
			4'b1111: Y = {27'b0, out16};
		endcase
	end
	always@(*)begin
		if(sel == 4'b1110 || sel == 4'b1111)	Zero = 0;
		if (Y != 32'b0) Zero = 0;
		else Zero = 1;
	end
endmodule 
module Arbiter(r, g);  
	input [5 - 1 : 0] r;
	output[5 - 1 : 0] g;
	reg[5 - 1 : 0] g;
	always @(*) begin
		casex(r)
			5'b00000: g = 5'b00000;
			5'bxxxx1: g = 5'b00001;
			5'bxxx10: g = 5'b00010;
			5'bxx100: g = 5'b00100;
			5'bx1000: g = 5'b01000;
			5'b10000: g = 5'b10000;
			default: g = 5'b00000;
		endcase
	end
endmodule
module Decoder(a, b);  
	input [5 - 1 : 0] a;
	output[32- 1 : 0] b;
	wire[32 - 1 : 0] b = 1 << a;
endmodule
module AND (a, b, out);
	input  a, b;
	output out;
	wire nand_ab;
	nand n1(nand_ab, a, b);
	nand n2(out, nand_ab, nand_ab);	
endmodule
module OR (a, b, out);
	input  a, b;
	output out;
	wire not_a, not_b;
	nand n1(not_a, a, a);
	nand n2(not_b, b, b);
	nand n3(out, not_a, not_b);
endmodule
module NOT (a, out);
	input  a;
	output out;
	nand n1(out, a, a);
endmodule
module XOR (a, b, out);
	input  a, b;
	output out;
	wire not_ab, not_a_ab, not_b_ab;
	nand n1(not_ab, a, b);
	nand n2(not_a_ab, a, not_ab);
	nand n3(not_b_ab, b, not_ab);
	nand n4(out, not_a_ab, not_b_ab);	
endmodule
module XNOR (a, b, out);
	input  a, b;
	output out;
	wire not_ab_a, not_ab_b, not_ab, temp;
	nand n1(not_ab, a, b);
	nand n2(not_ab_a, a, not_ab);
	nand n3(not_ab_b, b, not_ab);
	nand n4(temp, not_ab_a, not_ab_b);
	nand n5(out, temp, temp);
endmodule
module NOR (a, b, out);
	input  a, b;
	output out;
	wire not_a, not_b, temp;
	nand n1(not_a, a, a);
	nand n2(not_b, b, b);
	nand n3(temp, not_a, not_b);
	nand n4(out, temp, temp);
endmodule
==> run notes <==
run results: Final Core Density=35.4%, Ports=102, gr usage total=between 20% and 30%, CP Max Fanout=7, floorplan core density=between 30% and 40%, setup TNS=0 ns, FMAX=0.0728 GHz, core area=0.0503 mm2, antenna fix cells=0, peak supply drop=0.264 mV, synthesis-to-finish area growth=16.1%, unrepaired setup endpoints after global routing=false, max-slew violations=0, drt pass-1 iters=9, GR Overflow Total=0, Final Setup Violations=0, syn avg cell area=7.41 um2, Antenna Nets Post-Route=0, worst relative slew slack=36.9%, register area=0 um2, Worst Setup EP=Zero, Worst Setup Start Kind=primary input, vias in the first global route=15900, 1st-iter DRT viols=1627, Setup crit start=A[0], worst-margin pin slew=0.941 ns, CP peak stage delay=around 0.84 ns, Die ar.=about 0.052 mm2, CP arrival=10.91 ns, post-synth cell types=93, number of cells on the critical path=27, Detailed Place HPWL=58200 um, clk_buf instances=0, routed vias=between 15000 and 20000, ys cells=2067, largest net degree at the start of global routing=26, Syn Std Cell Area=about 0.015 mm2, fin crit period=approximately 14 ns, RePlAce Congestion=1.07, Cells after Synth=2067, DRC Markers=0, drt total wl=68700 um, global-route wire length before repair=slightly above 100000 um, synth warn=2, Static Leak=8.59 nW, Vias/cell=5.60, vertical die size=228 um, Hold-fix buffers, CTS=0, final hold viol count=0, CP max stage cell=clkdlybuf4s50_1, share of cells above drive strength 1=under 10%, PortBufs=102, Worst EP required=11.28 ns, run status=complete, no violations, period utilisation layout=just under 100%, worst hold path type=in2out, max_cap viols=0, crit-path leading delay family=adder cells, OpenROAD warning count=95, critical path buffer and inverter count=8, critical path type=in2out, row count=82, yosys stat chip area=0.0153 mm2, initial antenna violation count=2, sequential area share after synthesis=0%, flip-flops=0, wire per inst=roughly 24 um, pwr dens=191 mW/mm2, Setup crit end kind=primary output, Die W=approximately 230 um
==> power breakdown <==
group          internal (mW)  total, mW  switching, mW
logic                   1.44       3.39           1.96
clock network              0          0              0
registers                  0          0              0
==> logic make-up (layout without fill, tap and decap cells) <==
kind of cell,count (synthesis),in the layout,share of synthesized area [%]
AND/OR/NAND/NOR,629,629,19.2
XOR/XNOR,55,55,3.14
buffers and inverters,440,568,10.9
multiplexers,9,9,0.596
adder cells (fa/ha/maj),397,397,42.1
AND-OR/OR-AND,537,537,24.0
==> layout make-up <==
cell class | count | area, um2
fill | 5328 | 32500
multi-input combinational | 1627 | 13700
timing repair buffer | 224 | 1970
inverter | 344 | 1300
tap | 672 | 841
==> layer usage <==
| metal | global-route usage (%) | part of all wire (%) | vias up |
|---|---|---|---|
| li1 | - | - | 7314 |
| met1 | 40.2 | 43 | 7733 |
| met2 | 41.1 | 44 | 894 |
| met3 | 6.98 | 10 | 111 |
| met4 | 5.83 | 2.6 | 2 |
| met5 | 0 | 0.019 | - |
==> synthesized netlist by cell type, types with 18 or more instances <==
cell type / count / area share (%)
nand4_1: 19 / 0.78
a21o_1: 39 / 1.9
xnor2_1: 44 / 2.5
o211ai_1: 21 / 1.0
o21bai_1: 18 / 0.88
nand2_1: 222 / 5.4
a31oi_1: 22 / 0.90
inv_1: 330 / 8.1
nor3_1: 37 / 1.2
a21oi_1: 156 / 5.1
ha_1: 199 / 16
fa_1: 198 / 26
clkbuf_1: 68 / 1.7
o21ai_0: 68 / 2.2
nor2_1: 203 / 5.0
nand3_1: 29 / 0.95
==> repair_timing <==
action,in CTS,in global routing
setup buffers,0,3
resized,0,21
setup endpoints to repair,0,1
==> worst min-delay path by stage <==
stage                 startpoint   end  slack [ns]  depth (start not counted)
after CTS                  A[31]  Zero        6.93                          5
after global routing       A[31]  Zero        6.98                          5
final                      A[31]  Zero        6.92                          5
==> layout by cell type (no fill, tap or decap), drive strengths merged, types with 30 or more instances in the layout <==
cell type and n:
clkdlybuf4s50 92, a21oi 156, fa 198, buf 122, nor3 37, ha 199, nor2 205, a21o 39
nand3 30, nand2 223, inv 334, xnor2 44, o21ai 80
==> per-stage QoR <==
| step | hold slack, ns | instance area [um2] | instances | power (mW) | setup slack [ns] |
|---|---|---|---|---|---|
| after floorplan | 5.76 | 15300 | 2067 | 2.13 | 1.89 |
| after global placement | 6.93 | 17700 | 2864 | 3.36 | 0.216 |
| after detailed placement | 6.92 | 17700 | 2864 | 3.36 | 0.0993 |
| after CTS | 6.93 | 17700 | 2864 | 3.39 | 0.0276 |
| after global routing | 6.98 | 17800 | 2867 | 3.79 | 0.0503 |
| final | 6.92 | 17800 | 2867 | 3.39 | 0.370 |
Power and IR drop assume default switching activity.
