`./config.mk`:
```
export PLATFORM = sky130hd
export DESIGN_NAME = queue
export DESIGN_NICKNAME = queue
export VERILOG_FILES = /design/flow/design.v
export SDC_FILE = /design/flow/constraint.sdc
export NUM_CORES = 4
export LEC_CHECK = 1
export CORE_UTILIZATION = 40
```
`./run.sh`:
```
#!/bin/bash
# OpenROAD 26Q1-2900-gdf79404cd8, Yosys 0.63+post, stock flow scripts
make -C /OpenROAD-flow-scripts/flow DESIGN_CONFIG=/design/flow/config.mk WORK_HOME=/design/flow/orfs finish
```
`./design.v`:
```
module queue(clk,reset,go,cmd,r_num,ready,w_en,r_en,full,almost_full,empty,almost_empty,error,w_num,addr);
	input clk,reset,go;
	input [17:0]cmd;
	input [15:0]r_num;
	output reg ready;
	output w_en,r_en;
	output full,almost_full,empty,almost_empty;
	output [15:0]w_num;
	output reg error;
	output reg [4:0]addr;
	reg [1:0]state, next_state;
	reg [5:0]total, next_total;
	reg [15:0]last, next_last;
	reg [4:0]push, next_push;
	reg [4:0]pop, next_pop;
	reg next_ready;
	reg next_error;
	reg last_en, next_last_en;
	always@(posedge reset or posedge clk)begin
		if (reset == 1'b1)begin
			state <= 2'd3;
			total <= 6'd0;
			last <= 16'bx;
			push <= 5'd0;
			pop <= 5'd0;
			ready <= 1'b1;
			last_en <= 1'b0;
			error <= 1'b0;
		end
		else begin
			state <= next_state;
			total <= next_total;
			last <= next_last;
			push <= next_push;
			pop <= next_pop;
			ready <= next_ready;
			error <= next_error;
			last_en <= next_last_en;
		end
	end
	always@(*)begin
		if (reset == 1'b1)begin
			next_error = 1'b0;
		end
		next_state = state;
		next_total = total;
		next_last = last;
		next_push = push;
		next_pop = pop;
		next_ready = ready;
		next_last_en = last_en;
		next_error = error;
		case(state)
			2'd0:begin
				if (total + 6'd1 > 6'd32)begin
					next_error = 1'b1;
				end
				else begin
					next_total = total + 6'd1;
					addr = push;
					if (push + 5'd1 > 5'd31)
						next_push = push + 5'd1 - 5'd31;
					else
						next_push = push + 5'd1;
				end
				next_ready = 1'b1;
				next_state = 2'd3;
			end
			2'd1:begin
				if (total == 6'd0)begin
					next_error = 1'b1;
				end
				else begin
					next_last_en = 1'b1;
					next_total = total - 6'd1;
					next_last = r_num;
					addr = pop;
					if (pop + 5'd1 > 5'd31)
						next_pop = pop + 5'd1 - 5'd31;
					else
						next_pop = pop + 5'd1;
				end
				next_ready = 1'b1;
				next_state = 2'd3;
			end
			2'd2:begin
				if (total - 6'd1 < 6'd0)begin
					next_error = 1'b1;
				end
				else if (last_en == 1'b0)begin
					next_error = 1'b1;
				end
				else begin
					next_total = total + 6'd1;
					addr = push;
					if (push + 5'd1 > 5'd31)
						next_push = push + 5'd1 - 5'd31;
					else
						next_push = push + 5'd1;
				end
				next_ready = 1'b1;
				next_state = 2'd3;
			end
			2'd3:begin
				next_error = 1'b0;
				if (ready == 1 && go == 1 && cmd[17:16] == 2'd0)begin
					next_ready = 1'b0;
					next_state = 2'd0;
				end
				if (ready == 1 && go == 1 && cmd[17:16] == 2'd1)begin
					next_ready = 1'b0;
					next_state = 2'd1;
				end
				if (ready == 1 && go == 1 && cmd[17:16] == 2'd2)begin
					next_ready = 1'b0;
					next_state = 2'd2;
				end
				if (ready == 0 || go == 0 && cmd[17:16] == 2'd3)begin
					next_ready = 1'b1;
					next_state = 2'd3;
				end
			end
		endcase
	end
	assign full = (total == 6'd32)? 1'b1:1'b0;
	assign almost_full = (total == 6'd31)? 1'b1:1'b0;
	assign empty = (total == 6'd0)? 1'b1:1'b0;
	assign almost_empty = (total == 6'd1)? 1'b1:1'b0;
	assign w_en = (state == 2'd0 || state == 2'd2)? 1'b1:1'b0;
	assign r_en = (state == 2'd1)? 1'b1:1'b0;
	assign w_num = (state == 2'd0)? cmd[15:0]:last;
endmodule
```
`./constraint.sdc`:
```
current_design queue

set clk_period 4.9
set clk_io_pct 0.2

create_clock -name clk0 -period $clk_period [get_ports {clk}]

set non_clock_inputs [all_inputs -no_clocks]
set_input_delay [expr $clk_period * $clk_io_pct] -clock clk0 $non_clock_inputs
set_output_delay [expr $clk_period * $clk_io_pct] -clock clk0 [all_outputs]
```
==> out/summary.rpt <==
WORST SETUP PATH
----------------------------------------------------------------------------------------
Kind of critical path                                                       input pin to output pin
Levels on crit path                                                                    3
Cell repeated most along the worst path                                     sky130_fd_sc_hd__clkdlybuf4s50_1
Number of buffers and inverters on the critical path                                   2
Crit path capture type                                                        output pin
Launching element type of the critical path                                    input pin
Crit path DAT                                                                    2.06 ns
Cell at the slowest stage of the critical path                              sky130_fd_sc_hd__clkdlybuf4s50_1
CP Data Required Time                                                            3.92 ns
Crit path max-delay family                                                  buffers and inverters
Worst-case reg-to-reg path depth                                                      10
CP Cell Sequence                                                            clkdlybuf4s50_1, mux2_2, clkdlybuf4s50_1
Peak fanout along the critical path                                                    1
Delay of the slowest critical-path stage                                         0.42 ns

PLACE
----------------------------------------------------------------------------------------
Hpwl dp                                                                          3.77 mm
Final GP Congestion                                                                0.801
IO Port Bufs                                                                          65

GLOBAL ROUTING
----------------------------------------------------------------------------------------
GRT overflow                                                                           0
First-pass GRT wire length                                                       9.25 mm
All-Layer GR Usage                                                                 18.4%
Met2 GRT Util                                                                      29.0%
Global route hottest layer                                                          met2
GRT met1 Usage                                                                     27.1%
Antenna violations before repair                                                       0
Met3 demand-to-capacity share in global routing                                    5.19%
Number of global-route vias before repair                                          1,955
Pin count of the biggest net entering global routing                                  40

SYNTH
----------------------------------------------------------------------------------------
Comb area leader                                                            multiplexers
Number of enable flip-flop cells                                                       0
Cell type with the largest total area                                       sky130_fd_sc_hd__dfrtp_1
Netlist area before placement                                               0.00256 mm^2
Proportion of synthesized flip-flops having asynchronous set or reset              88.6%
Avg Synthesized Cell Area                                                      10.8 um^2
Most common flop cell mapped by yosys                                       sky130_fd_sc_hd__dfrtp_1
Flops out of synthesis                                                                44
Number of standard cells reported by yosys                                           237
Count of warnings emitted by yosys                                                     1
Yosys stat chip area                                                        0.00256 mm^2
Adder and majority cell fraction of the synthesized area                           4.89%
Largest cells by area                                                       sky130_fd_sc_hd__dfrtp_1 (36%), sky130_fd_sc_hd__mux2_2 (9.7%), sky130_fd_sc_hd__mux2_4 (7.0%)
Gate Count Post-Synth                                                                237
Multiplexer fraction of the synthesized cell area                                  18.3%
Area fraction in and, or, nand and nor cells                                       14.5%
Synth unique cells                                                                    56
Portion of synthesized cell area occupied by the leading cell type                 36.2%
Compound-Gate Fraction of Synth Area                                               12.1%
XOR-XNOR Cells, Area Fraction                                                      3.42%

FLOORPLAN
----------------------------------------------------------------------------------------
Top Ports                                                                             66
FP Core Util                                                                       42.2%
Die ar.                                                                     0.00672 mm^2
Standard cell core area                                                     0.00606 mm^2
Cell row count                                                                        28
Die Y-Extent                                                                     82.0 um
Width of the die                                                                 82.0 um

CLOCKING
----------------------------------------------------------------------------------------
# hold bufs at CTS                                                                     0
Clock latency at the later pin of the worst-skew pair                            0.30 ns
Count of cells resized by post-cts repair                                              0
Clock tree from TritonCTS                                                            yes
Root Buffer                                                                 sky130_fd_sc_hd__clkbuf_8
Clk buf depth                                                                          2
CTS H-tree lvls                                                                        2
Num CTS Buffers                                                                        5
Number of post-CTS setup repair buffers                                                0
Register clock-pin slew on the reported worst setup and hold paths               0.07 ns

PWR
----------------------------------------------------------------------------------------
Power density over the cells                                                 450 mW/mm^2
Worst VDD drop                                                                  0.228 mV
Cell internal power dissipation                                                  1.00 mW
Leakage power figure                                                             1.40 nW
Clock share of power                                                               17.7%
Switch share                                                                       33.7%
Power share of the sequential group                                                38.9%
Combinational power share                                                          43.4%
Sw power                                                                          508 uW

FINISH
----------------------------------------------------------------------------------------
Area Growth Syn to Fin                                                             31.0%
Final core utilization                                                             55.3%
Share of cells above drive strength 1                                              18.3%
Most numerous logic cells after layout                                      sky130_fd_sc_hd__clkdlybuf4s50_1 (65), sky130_fd_sc_hd__dfrtp_1 (37), sky130_fd_sc_hd__mux2_2 (22)
Area of all sequential standard cells                                       0.00105 mm^2
Number of fill cells in the layout                                                   562
Most common library cell in the layout ignoring fill and taps               sky130_fd_sc_hd__clkdlybuf4s50_1
Combinational Area                                                          0.00136 mm^2

TIMING
----------------------------------------------------------------------------------------
Final hold violation count                                                             0
Sum Neg Setup Slack                                                                 0 ns
Worst slew slack as a fraction of its limit                                        59.4%
Clock skew after layout                                                        0.0109 ns
Highest clock rate                                                               329 MHz
Number of register pins that no clock reaches                                          5
Endpoints left unconstrained                                                          10
Final setup violation count                                                            0
Unrepaired setup endpoints after global routing                                       no
Part of the cycle the worst path needs                                             62.0%
Slew at the pin closest to its max-slew limit                                   0.600 ns
Final min period                                                                 3.04 ns
Slew Viols, Final                                                                      0

ROUTE
----------------------------------------------------------------------------------------
WL per Instance                                                                  14.1 um
Via density per instance                                                            5.25
Number of DRC violations after detailed-routing iteration 0                           53
Routed wire length                                                               5.31 mm
Number of DRC violations after detailed routing                                        0
Routed vias                                                                        1,974
Ant diodes                                                                             0
Number of search-and-repair iterations in the first detailed-routing pass              4
Number of nets with antenna violations after routing                                   0

RUN
----------------------------------------------------------------------------------------
Count of tool warnings                                                                30
Number of violations of the max-capacitance limit                                      0

RUN STATUS
----------------------------------------------------------------------------------------
Result of the run                                                           finished, final reports clean

MIN PATH
----------------------------------------------------------------------------------------
Worst Hold Depth                                                                       2
Worst hold path type                                                        flop to flop

## power groups by stage
stage	Combinational (mW)	Sequential, mW	Clock (mW)
4_1_cts	0.663	0.586	0.275
6_report	0.655	0.587	0.267
5_1_grt	0.738	0.612	0.286
## per-stage QoR
| stage | setup slack, ns | cells | hold WS, ns | power, mW | area, um^2 |
|---|---|---|---|---|---|
| after global routing | 1.82 | 376 | 0.506 | 1.64 | 3350 |
| after CTS | 1.85 | 376 | 0.486 | 1.52 | 3350 |
| after global placement | 1.85 | 368 | 0.466 | 1.25 | 3240 |
| after floorplan | 2.51 | 237 | 0.440 | 1.02 | 2560 |
| final | 1.86 | 376 | 0.485 | 1.51 | 3350 |
| after detailed placement | 1.86 | 368 | 0.468 | 1.25 | 3240 |
## path summary, 6_finish.rpt
check	end	startpoint	slack, ns
min in group asynchronous	last[10]	reset	1.10
max	w_num[4]	cmd[4]	1.86
min reg2reg	last_en	last_en	0.49
max in group asynchronous	state[0]	reset	3.43
max reg2reg	push[3]	push[0]	2.40
min	last_en	last_en	0.49
## worst register-to-register path, stage by stage (launching register included)
cell and delay [ns]:
sky130_fd_sc_hd__dfrtp_1 0.46, sky130_fd_sc_hd__ha_1 0.31, sky130_fd_sc_hd__nand3b_1 0.10, sky130_fd_sc_hd__o21ai_0 0.08, sky130_fd_sc_hd__and2_1 0.17, sky130_fd_sc_hd__ha_1 0.17, sky130_fd_sc_hd__nor4b_1 0.52, sky130_fd_sc_hd__nand3_1 0.16
sky130_fd_sc_hd__a21oi_1 0.16, sky130_fd_sc_hd__nand3_1 0.09, sky130_fd_sc_hd__a22o_1 0.19
## area by class of cell
type | instances | share of cell area (%)
sequential | 44 | 31.4
timing repair buffer | 69 | 20.3
inverter | 14 | 1.57
tap | 75 | 2.80
clock inverter | 2 | 1.12
multi-input combinational | 166 | 40.6
clock buffer | 6 | 2.16
## registers in the layout, indices dropped and copies added, names as in the netlist
| register | flops |
|---|---|
| total | 6 |
| pop | 5 |
| addr | 5 |
| error | 1 |
| push | 5 |
| last_en | 1 |
| ready | 1 |
| last | 16 |
| state | 4 |
## layer usage
layer	wire length, um	part of all wire [%]
met1	2510	47
met2	2320	44
met5	0	0
met3	446	8.4
met4	38	0.72
## cells in the mapped netlist, types with 3 or more instances
cell type	count
sky130_fd_sc_hd__nor2b_1	4
sky130_fd_sc_hd__o2bb2ai_1	3
sky130_fd_sc_hd__a31oi_1	3
sky130_fd_sc_hd__inv_1	14
sky130_fd_sc_hd__clkbuf_1	5
sky130_fd_sc_hd__xnor2_1	9
sky130_fd_sc_hd__mux2_2	22
sky130_fd_sc_hd__buf_6	3
sky130_fd_sc_hd__dlxtn_1	5
sky130_fd_sc_hd__ha_1	10
sky130_fd_sc_hd__a21oi_1	6
sky130_fd_sc_hd__mux2i_1	3
sky130_fd_sc_hd__nor2_1	5
sky130_fd_sc_hd__dfrtp_1	37
sky130_fd_sc_hd__o21ai_0	12
sky130_fd_sc_hd__nand3_1	9
sky130_fd_sc_hd__nor3_1	8
sky130_fd_sc_hd__mux2_4	12
sky130_fd_sc_hd__nand2_1	17
sky130_fd_sc_hd__nor3b_1	4
## cells by family (layout without fill, tap and decap cells)
group,Yosys count,after routing
compound gates,41,41
xor+xnor,10,10
fa+ha+maj,10,10
buf+inv,27,91
flops,39,39
latches,5,5
mux,38,38
simple gates,67,67
Power figures rest on the tool's default switching activity, not on a simulated workload.
